**design/flow/run.sh**
```bash
#!/bin/bash
# OpenROAD 26Q1-2900-gdf79404cd8, Yosys 0.63+post, stock flow scripts
make -C /OpenROAD-flow-scripts/flow DESIGN_CONFIG=/design/flow/config.mk WORK_HOME=/design/flow/orfs finish
```
**design/flow/design.v**
```verilog
module id_ex(
  input wire       clk,
  input wire       rst_n,
  input wire       if_id_stall,
  input wire       id_stall_req, 
  input wire[31:0] inst_addr_from_id,
  input wire[4:0]  rs1_from_id,
  input wire[4:0]  rs2_from_id,
  input wire[4:0]  rd_from_id,
  input wire[5:0]  alu_op_from_id,
  input wire       write_reg_from_id,
  input wire       read_mem_from_id,
  input wire       write_mem_from_id,
  input wire[31:0] imm_from_id,
  input wire[31:0] reg_data1_from_reg,
  input wire[31:0] reg_data2_from_reg,
  input wire[31:0] data_to_mem_from_reg,
  output reg[31:0] inst_addr_to_ex,
  output reg[4:0]  rs1_to_ex,
  output reg[4:0]  rs2_to_ex,
  output reg[4:0]  rd_to_ex,
  output reg[5:0]  alu_op_to_ex,
  output reg       write_reg_to_ex,
  output reg       read_mem_to_ex,
  output reg       write_mem_to_ex,
  output reg[31:0] imm_to_ex,
  output reg[31:0] reg_data1_to_ex,   
  output reg[31:0] reg_data2_to_ex,
  output reg[31:0] data_to_mem_to_ex
);
  always @ (posedge clk or negedge rst_n)
  if(!rst_n)
    inst_addr_to_ex <= 32'bz;
  else if(if_id_stall)
    inst_addr_to_ex <= inst_addr_to_ex;
  else
    inst_addr_to_ex <= inst_addr_from_id;
  always @ (posedge clk or negedge rst_n)
  if(!rst_n)
    rs1_to_ex <= 5'bz;
  else if(if_id_stall)
    rs1_to_ex <= rs1_to_ex;
  else
    rs1_to_ex <= rs1_from_id;
  always @ (posedge clk or negedge rst_n)
  if(!rst_n)
    rs2_to_ex <= 5'bz;
  else if(if_id_stall)
    rs2_to_ex <= rs2_to_ex;
  else
    rs2_to_ex <= rs2_from_id;
  always @ (posedge clk or negedge rst_n)
  if(!rst_n)
    rd_to_ex <= 5'bz;
  else if(if_id_stall)
    rd_to_ex <= rd_to_ex;
  else
    rd_to_ex <= rd_from_id;
  always @ (posedge clk or negedge rst_n)
  if(!rst_n)
    alu_op_to_ex <= 6'bz;
  else if(id_stall_req)
    alu_op_to_ex <= 6'bz;
  else if(if_id_stall)
    alu_op_to_ex <= alu_op_to_ex;
  else
    alu_op_to_ex <= alu_op_from_id;
  always @ (posedge clk or negedge rst_n)
  if(!rst_n)
    write_reg_to_ex <= 1'bz;
  else if(id_stall_req)
    write_reg_to_ex <= 1'b0;
  else if(if_id_stall)
    write_reg_to_ex <= write_reg_to_ex;
  else
    write_reg_to_ex <= write_reg_from_id;
  always @ (posedge clk or negedge rst_n)
  if(!rst_n)
    read_mem_to_ex <= 1'bz;
  else if(id_stall_req)
    read_mem_to_ex <= 1'b0;
  else if(if_id_stall)
    read_mem_to_ex <= read_mem_to_ex;
  else
    read_mem_to_ex <= read_mem_from_id;
  always @ (posedge clk or negedge rst_n)
  if(!rst_n)
    write_mem_to_ex <= 1'bz;
  else if(id_stall_req)
    write_mem_to_ex <= 1'b0;
  else if(if_id_stall)
    write_mem_to_ex <= write_mem_to_ex;
  else
    write_mem_to_ex <= write_mem_from_id;
  always @ (posedge clk or negedge rst_n)
  if(!rst_n)
    imm_to_ex <= 32'bz;
  else if(if_id_stall)
    imm_to_ex <= imm_to_ex;
  else
    imm_to_ex <= imm_from_id;
  always @ (posedge clk or negedge rst_n)
  if(!rst_n)
    reg_data1_to_ex <= 32'bz;
  else if(if_id_stall)
    reg_data1_to_ex <= reg_data1_to_ex;
  else
    reg_data1_to_ex <= reg_data1_from_reg;
  always @ (posedge clk or negedge rst_n)
  if(!rst_n)
    reg_data2_to_ex <= 32'bz;
  else if(if_id_stall)
    reg_data2_to_ex <= reg_data2_to_ex;
  else
    reg_data2_to_ex <= reg_data2_from_reg;
  always @ (posedge clk or negedge rst_n)
  if(!rst_n)
    data_to_mem_to_ex <= 32'bz;
  else  if(if_id_stall)
    data_to_mem_to_ex <= data_to_mem_to_ex;
  else
    data_to_mem_to_ex <= data_to_mem_from_reg;
endmodule    
```
**design/flow/config.mk**
```make
export PLATFORM = sky130hd
export DESIGN_NAME = id_ex
export DESIGN_NICKNAME = id_ex
export VERILOG_FILES = /design/flow/design.v
export SDC_FILE = /design/flow/constraint.sdc
export NUM_CORES = 4
export LEC_CHECK = 1
export CORE_UTILIZATION = 30
```
**design/flow/constraint.sdc**
```tcl
current_design id_ex

set clk_period 1.1
set clk_io_pct 0.2

create_clock -name clk0 -period $clk_period [get_ports {clk}]

set non_clock_inputs [all_inputs -no_clocks]
set_input_delay [expr $clk_period * $clk_io_pct] -clock clk0 $non_clock_inputs
set_output_delay [expr $clk_period * $clk_io_pct] -clock clk0 [all_outputs]
```
==> summary.txt <==
Synth Seq Share - 0.628
Initial Util - 0.309
Pleak - 0.00565 µW
Cell total after placement - 1077
Vias in the first global route - 5160
Commonest cells post-synth - dfrtp_1 (184), mux2_4 (117), mux2_2 (64), buf_6 (15), buf_2 (6)
Non-Filler Instances - 1187
Number of cell rows - 56
CTS tree - built
Post-synth top area cell - dfrtp_1
Log Warnings - 29
Setup CP Type - flip-flop to output pin
Die Ht - 158 µm
Max-Cap Viols - 0
Slew headroom - 0.803
Min-Delay Path Class - input port to async pin
Crit. path cell count - 1
DRT Wirelength - 18800 µm
Distinct cells, synth - 8
Hpwl dp - 13900 µm
Buf/Inv on CP - 1
WP data arrival - 940 ps
Critical path capture point type - output pin
Finished Cell Area - 0.0117 mm²
Ys flops - 184
Mapped cell area - 0.00733 mm²
Fraction of registers with async set/reset - 1.00
Post-synth EDFFs - 0
Logic area - 0.00252 mm²
GPL Wtd Cong - 0.776
RSZ-0062 raised after global routing - yes
Final core utilization - 0.496
Ys flop type - dfrtp_1
Worst-path cell chain - buf_2
Fin crit share - 1.05
Number of routed nets with antenna violations - 0
R2R Setup Slk - 110 ps
Max stage delay on crit path - 390 ps
Area leader share - 0.628
Failing checks - negative hold slack, negative setup slack
Initial antenna violation count - 0
Final setup vio count - 184
CTS buffer count - 17
Fin. max-slew vios - 0
Crit path max fanout - 2
Largest net degree at the start of global routing - 44
Share of cells above drive strength 1 - 0.567
Final Worst Setup Slack - -57.8 ps
DRC violation count after routing - 0
Chip area - 0.0251 mm²
DR vias - 4947
Syn. warnings - 14
Status - finished with violations
Final hold viol count - 169
Total GRT Usage - 0.149
Die outline width - 158 µm
Slowest CP cell - dfrtp_1
Placed inst area - 0.0115 mm²
Area Growth Syn to Fin - 60.1%
Post-Syn Area per Cell - 18.6 µm²
Fin crit period - 1160 ps
Syn Inst Count - 393
DR pass1 iterations - 4
Number of port buffers - 371
# H-tree levels - 4
Yosys cell count - 393
Fmax - 864 MHz
YS chip area - 0.00733 mm²
VDD IR-drop max - 0.972 mV
Vias/cell - 4.17
Fillers - 2050
Worst-Margin Slew - 296 ps
Hold Slack - -340 ps
Clk slew on worst S/H paths - 70 ps
I/O pin cnt - 372
GRT overflow - 0
Critical path's top delay family - flip-flops
Cell Pwr Density - 1440 mW/mm²
Synth area leaders - dfrtp_1 (63%), mux2_4 (24%), mux2_2 (9.8%), buf_6 (2.3%), buf_2 (0.41%)
Clock skew - 0 ps
Mean routed wirelength per cell - 15.9 µm
Crit path required time - 880 ps
Worst skew pair latency - 420 ps
Top-count cell post-synth - dfrtp_1
# clock sinks - 184
Startpoint types - flip-flop
CORE AREA - 0.0237 mm²
1st-iter DRT viols - 134
Flop area - 0.00460 mm²
Bufs on Longest Clock Path - 2
Root Buffer - clkbuf_16
Worst-case reg-to-reg path depth - 3
First-pass GRT wire length - 27800 µm
Antenna cell count - 0
-- report_power, final --
group          internal, µW  leakage (µW)  total [µW]  switching [µW]
Sequential             7430       0.00216        7760             330
Combinational          2250       0.00320        3060             808
Clock                  3290      0.000295        6040            2750
Total                 13000       0.00565       16900            3880
-- through the flow --
stage	setup TNS, ps	worst slack [ps]	power, µW	hold WS (ps)
2_1_floorplan	0	41.4	8820	-75.6
3_3_place_gp	-3930	-347	11200	110
3_5_place_dp	-4660	-365	11200	111
4_1_cts	-10650	-88.6	17000	-350
5_1_grt	-15110	-118	17700	-350
6_report	-5730	-57.8	16900	-340
-- flip-flops by register name, summed over array words and instances (netlist names) --
signal / flops
data_to_mem_to_ex: 32
imm_to_ex: 32
inst_addr_to_ex: 32
reg_data1_to_ex: 32
reg_data2_to_ex: 32
alu_op_to_ex: 6
rd_to_ex: 5
rs1_to_ex: 5
rs2_to_ex: 5
read_mem_to_ex: 1
write_mem_to_ex: 1
write_reg_to_ex: 1
-- timing repair --
| action | 4_1_cts | 5_1_grt |
|---|---|---|
| gates cloned | 0 | 0 |
| hold endpoints to repair | 148 | 20 |
| setup endpoints to repair | 184 | 184 |
| buffers inserted | 43 | 35 |
| resized | 575 | 0 |
-- worst reg2reg max path: stages (launching register included) --
cell     delay, ps
dfrtp_1        390
buf_4          130
buf_4          120
mux2_4         240
-- layout by cell type, fill, tap and decap left out, types with 2 or more instances in the layout --
master           instances
buf_4                   84
mux2_2                  64
clkinv_4                 5
mux2_4                 117
inv_6                    2
buf_12                   9
buf_2                  184
mux2i_1                  3
nor2_1                   3
inv_8                    4
dfrtp_1                184
clkbuf_16               17
clkdlybuf4s50_1        185
-- cell type report --
type	instances	area share
Tap cell	319	0.0340
Clock buffer	18	0.0374
Timing Repair Buffer	464	0.308
Sequential cell	184	0.392
Multi-Input combinational cell	188	0.215
Clock inverter	14	0.0134
-- cells by family after synthesis --
logic type             synth area share
multiplexers                      0.342
flip-flops                        0.628
buffers and inverters            0.0271
AND/OR/NAND/NOR                 0.00239
-- worst paths after layout --
kind,end,start
setup / recovery,imm_to_ex[29],imm_to_ex[29]
hold / removal,reg_data1_to_ex[16],rst_n
setup reg to reg,reg_data2_to_ex[16],reg_data2_to_ex[16]
hold reg to reg,data_to_mem_to_ex[20],data_to_mem_to_ex[20]
max in group asynchronous,inst_addr_to_ex[14],rst_n
min in group clk0,data_to_mem_to_ex[5],if_id_stall
-- per-layer routing --
| metal | wire length (µm) | GRT usage | vias to the layer above |
|---|---|---|---|
| met4 | 364 | 0.0247 | 0 |
| met2 | 9130 | 0.240 | 211 |
| li1 | - | - | 2292 |
| met5 | 0 | 0 | - |
| met3 | 1710 | 0.0510 | 20 |
| met1 | 7630 | 0.204 | 2424 |
No activity file was given, so power comes from the tool's default toggle rates.
