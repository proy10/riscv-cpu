[flow/config.mk]
export PLATFORM = sky130hd
export DESIGN_NAME = ex
export DESIGN_NICKNAME = ex
export VERILOG_FILES = /design/flow/design.v
export SDC_FILE = /design/flow/constraint.sdc
export NUM_CORES = 4
export LEC_CHECK = 1
export CORE_UTILIZATION = 30
[flow/constraint.sdc]
current_design ex

set clk_period 26.7
set clk_io_pct 0.2

create_clock -name clk0 -period $clk_period

set non_clock_inputs [all_inputs -no_clocks]
set_input_delay [expr $clk_period * $clk_io_pct] -clock clk0 $non_clock_inputs
set_output_delay [expr $clk_period * $clk_io_pct] -clock clk0 [all_outputs]
[flow/design.v]
module ex(
	input wire[5:0]	   alu_op,
	input wire[31:0]   reg_data1,
	input wire[31:0]   reg_data2,
	input wire[31:0]   imm,
	input wire[31:0]   old_inst_addr,  
	output reg[31:0]   result
);
	parameter ADD  = 6'b000001;
	parameter SUB  = 6'b000010;
	parameter SLL  = 6'b000011;
	parameter XOR  = 6'b000100;
	parameter SRL  = 6'b000101;
	parameter OR   = 6'b000110;
	parameter AND  = 6'b000111;
	parameter LW   = 6'b001000;
	parameter ADDI = 6'b001001;
	parameter SW   = 6'b001010;
	parameter JAL  = 6'b001110;
  always @ *
  begin 
  result = 32'bx;
    case(alu_op)
    ADD:
      result = reg_data1 + reg_data2;
    SUB:
      result = reg_data1 + (~reg_data2) + 32'b1;
    SLL:
      result = reg_data1 << reg_data2[4:0];
    XOR:
      result = reg_data1 ^ reg_data2;
    SRL:
      result = reg_data1 >> reg_data2[4:0];
    OR:
      result = reg_data1 | reg_data2;
    AND:
      result = reg_data1 & reg_data2;
    LW:
      result = reg_data1 + imm;
    ADDI:
      result = reg_data1 + imm;
    SW:
      result = reg_data1 + imm;
    JAL:
      result = old_inst_addr + 32'd4;
    default:
      result = 32'bz;
    endcase
  end
endmodule
[flow/run.sh]
#!/bin/bash
# OpenROAD 26Q1-2900-gdf79404cd8, Yosys 0.63+post, stock flow scripts
make -C /OpenROAD-flow-scripts/flow DESIGN_CONFIG=/design/flow/config.mk WORK_HOME=/design/flow/orfs finish
==> metrics.csv <==
metric;value;unit
topCellsByArea;ha_1, a21oi_1, nor2_1, mux4_2, o21ai_0;
synth_stat.cells;1490;
insertedDiodeCount;0;
fin_cells;2029;
crit_path_cell_trace;clkdlybuf4s50_1 > buf_4 > and2_0 > buf_4 > nor2_1 > nand3_2 > buf_4 > mux2_2 > ha_1 > a211oi_1 > nor2_1 > a311oi_1 > o211ai_1 > nand2_1 > a31oi_1 > a311oi_1 > xnor2_1 > o21ai_0 > clkdlybuf4s50_1;
cts_hold_buf;0;
path_class;input port to primary output;
design_area;12000;µm²
syn_avg_cell_area;6.77;µm²
drt_wl_total;47000;µm
crit_path_max_fanout;32;
cp_common_cell;buf_4;
startpoint_type;input port;
seq_cells;0;
row_count;66;
hold_path_class;input port to primary output;
cts_setup_buffers;0;
ioPinCount;166;
initialDrtViolationCount;1275;
critPathCaptureType;primary output;
yosysSeqAreaShare;0;%
grt_pass1_vias;11100;
drv_slew;0;
setup_tns;0;ps
place_area;12000;µm²
max_stage_delay;1020;ps
drive_gt1_share;7.62;%
maxCapViolCount;0;
routed_via_density;5.86;
ys_area;10100;µm²
warnings;98;
tightest_slew;1250;ps
setup_violations;0;
clkbuf_count;0;
die-area;34300;µm²
die_y;185;µm
drt-pass1-iter-count;6;
grt_first_pass_wirelength;70100;µm
layout_top_cells;nor2_1, a21oi_1, clkdlybuf4s50_1, ha_1, o21ai_0;
cts_resized;0;
core;32800;µm²
p_per_area;22.0;nW/µm²
syn_to_final_growth;19.3;%
lay_top_count;nor2_1;
post-dp-hpwl;37500;µm
die-width;185;µm
nFillCells;3518;
wl_per_cell;23.2;µm
fin_crit;16780;ps
worst_ep_arrival_time;11440;ps
p_leak;4.91;nW
synth_top_area_share;16.1;%
grt_max_degree;73;
antenna_found_initial;3;
synth_warnings;2;
regArea;0;µm²
grt_overflow;0;
slowest_stage;a311oi_1;
antenna_left;0;
rsz0062_at_grt;false;
hold_violations;0;
fp_util;30.8;%
syn_area;10100;µm²
drc_errors;0;
cp.required;21360;ps
post-place-cells;2029;
peakVddDrop;11.0;µV
port_buffers;166;
gp_congestion;1.04;
syn_inst;1490;
fin_crit_sh;62.8;%
fmax;0.0596;GHz
status;finished, final reports clean;
relSlewSlack;16.2;%
grtUsageTotal;27.6;%
largest_area_cell;ha_1;
synth_cell_type_count;84;
num_vias;11900;
-- where the power goes --
| group | internal [W] | switching [W] | leakage [nW] |
|---|---|---|---|
| Combinational | 0.000114 | 0.000151 | 4.91 |
| Sequential | 0 | 0 | 0 |
| Clock | 0 | 0 | 0 |
-- Yosys cell counts, drive strengths merged, types with 7 or more instances --
cell type	count
a211oi	47
o21ai	108
mux2i	51
o21bai	12
or3	7
and3	10
nor2	195
ha	130
mux4	26
nand2	102
a31oi	8
xnor2	42
buf	23
o22ai	20
nor4	11
o221ai	16
a21oi	174
inv	97
o211ai	14
o21a	8
clkbuf	68
and2	13
xor2	29
nand2b	12
nor3	27
mux2	41
a21o	20
or2	8
nand3	27
nand4	16
nor2b	14
a221oi	18
-- area by class of cell --
class / instances / area (µm²) / share of cell area (%)
Tap cell: 442 / 553 / 4.60
Multi-Input combinational cell: 1297 / 9280 / 77.1
Timing Repair Buffer: 191 / 1830 / 15.2
Inverter: 99 / 372 / 3.09
-- worst max-delay path: cells and delay by family --
| kind | cells | cell delay, ps |
|---|---|---|
| simple gates | 5 | 660 |
| fa+ha+maj | 1 | 300 |
| mux | 1 | 430 |
| xor+xnor | 1 | 140 |
| buf+inv | 5 | 2140 |
| compound gates | 6 | 2380 |
-- path summary, 6_finish.rpt --
path / start / to / slack (ps) / depth (start not counted)
min: reg_data2[0] / result[0] / 11850 / 7
max: alu_op[0] / result[31] / 9920 / 19
-- kinds of logic (layout without fill, tap and decap cells) --
logic type / Yosys count / in the layout / share of synthesized area, %
adder cells (fa/ha/maj): 132 / 132 / 16.5
multiplexers: 118 / 118 / 15.4
XOR/XNOR: 71 / 71 / 6.17
buffers and inverters: 193 / 290 / 8.08
AND/OR/NAND/NOR: 459 / 459 / 21.0
AND-OR/OR-AND: 517 / 517 / 32.7
-- per-layer routing --
| layer | vias up | GRT usage (%) | wire length (µm) |
|---|---|---|---|
| met5 | - | 0 | 26 |
| met4 | 4 | 3.70 | 741 |
| met3 | 52 | 5.53 | 4460 |
| met2 | 549 | 41.4 | 20100 |
| met1 | 5585 | 41.5 | 21700 |
| li1 | 5699 | - | - |
-- per-stage QoR --
stage / util, % / setup slack (ps) / power (W) / hold WS [ps]
detailed placement: 36.7 / 10020 / 0.000259 / 11870
CTS: 36.7 / 9980 / 0.000260 / 11870
global placement: 36.7 / 10020 / 0.000260 / 11870
floorplan: - / 12560 / 0.000152 / 10880
finish: 36.7 / 9920 / 0.000265 / 11850
global route: 36.7 / 9770 / 0.000285 / 11920
Power and IR drop assume default switching activity.
