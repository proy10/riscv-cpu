==> flow/design.v <==
module id(
	input  wire[31:0]  inst,
	output reg[5:0]	   alu_op,
	output reg[4:0]	   rs1,
	output reg[4:0]	   rs2,
	output reg[4:0]	   rd,
	output reg		   read_reg1,
	output reg		   read_reg2,
	output reg		   write_reg,
	output reg         read_mem,
	output reg         write_mem,
	output reg[31:0]   imm,
	input wire         id_ex_write_reg,
	input wire         id_ex_read_mem,
	input wire[4:0]    id_ex_rd,
	input wire         ex_mem_read_mem,
	input wire[4:0]    ex_mem_rd,	
	output reg         id_stall_req
);
	parameter R_TYPE   = 7'b0110011;
	parameter I_TYPE_L = 7'b0000011;
	parameter I_TYPE_I = 7'b0010011;
	parameter S_TYPE   = 7'b0100011;
	parameter B_TYPE   = 7'b1100011;
	parameter J_TYPE   = 7'b1101111;
	parameter ADD  = 6'b000001;
	parameter SUB  = 6'b000010;
	parameter SLL  = 6'b000011;
	parameter XOR  = 6'b000100;
	parameter SRL  = 6'b000101;
	parameter OR   = 6'b000110;
	parameter AND  = 6'b000111;
	parameter LW   = 6'b001000;
	parameter ADDI = 6'b001001;
	parameter SW   = 6'b001010;
	parameter BEQ  = 6'b001011;
	parameter BLT  = 6'b001100;
	parameter BGE  = 6'b001101;
	parameter JAL  = 6'b001110;
	always @ *
	begin
	  alu_op = 6'bx;
		case(inst[6:0])
			R_TYPE: 
				case(inst[14:12])
					3'b000:
						if(inst[31:25] == 7'b0)
							alu_op = ADD;
						else
							alu_op = SUB;
					3'b001:
						alu_op = SLL;
					3'b100:
						alu_op = XOR;
					3'b101:
						alu_op = SRL;
					3'b110:
						alu_op = OR;
					3'b111:
						alu_op = AND;
					default:
					  alu_op = 6'bz;
				endcase
			I_TYPE_L:
				alu_op = LW;
			I_TYPE_I:
				alu_op = ADDI;
			S_TYPE:
				alu_op = SW;
			B_TYPE:
				if(inst[14:12] == 3'b000)
					alu_op = BEQ;
				else if(inst[14:12] == 3'b100)
					alu_op = BLT;
				else
				  alu_op = BGE;
			J_TYPE:
				alu_op = JAL;
			default:
			  alu_op = 6'bz;
		endcase
	end
	always @ *
	if(inst[6:0] == R_TYPE   ||
	   inst[6:0] == I_TYPE_L ||
	   inst[6:0] == I_TYPE_I ||
	   inst[6:0] == S_TYPE   ||
	   inst[6:0] == B_TYPE) 
	    read_reg1 = 1'b1;
	else
	    read_reg1 = 1'b0;
 	always @ *
	if(inst[6:0] == R_TYPE   ||
	   inst[6:0] == I_TYPE_L ||
	   inst[6:0] == I_TYPE_I ||
	   inst[6:0] == S_TYPE   ||
	   inst[6:0] == B_TYPE) 
	    rs1 = inst[19:15];
	else
	    rs1 = 5'bz;
	always @ *
	if(inst[6:0] == R_TYPE ||
	   inst[6:0] == S_TYPE ||
	   inst[6:0] == B_TYPE) 
	    read_reg2 = 1'b1;
	else
	    read_reg2 = 1'b0;
	always @ *
	if(inst[6:0] == R_TYPE ||
	   inst[6:0] == S_TYPE ||
	   inst[6:0] == B_TYPE) 
	     rs2 = inst[24:20];
	else
	     rs2 = 5'bz;
	always @ *
	if(inst[6:0] == R_TYPE   ||
	   inst[6:0] == I_TYPE_L ||
	   inst[6:0] == I_TYPE_I ||
	   inst[6:0] == J_TYPE) 
	     write_reg = 1'b1;
	else
	     write_reg = 1'b0;
	always @ *
	if(inst[6:0] == R_TYPE   ||
	   inst[6:0] == I_TYPE_L ||
	   inst[6:0] == I_TYPE_I ||
	   inst[6:0] == J_TYPE) 
	     rd = inst[11:7];
	else
	     rd = 5'bz;
	always @ *
	if(inst[6:0] == I_TYPE_L)
	   read_mem = 1'b1;
	else
	   read_mem = 1'b0;
	always @ *
	if(inst[6:0] == S_TYPE)
	   write_mem = 1'b1;
	else
	   write_mem = 1'b0;
	always @ *
	begin
	imm = 32'bx; 
	  case(inst[6:0])
	   I_TYPE_L:  
	      if(inst[31])
	        imm = {20'hfffff, inst[31:20]};
	     else
	        imm = {20'b0, inst[31:20]};
	   I_TYPE_I:  
	     if(inst[31])
	        imm = {20'hfffff, inst[31:20]};
	     else
	        imm = {20'b0, inst[31:20]};
	   S_TYPE:  
	      if(inst[31])
	        imm = {20'hfffff, inst[31:25], inst[11:7]};
	     else
	        imm = {20'b0, inst[31:25], inst[11:7]};    
  	  B_TYPE:  
	       if(inst[31])
	         imm = {20'hfffff, inst[7], inst[30:25], inst[11:8], 1'b0};
	      else
	         imm = {20'b0, inst[7], inst[30:25], inst[11:8], 1'b0};
	   J_TYPE:  
  	     if(inst[31])
	        imm = {12'hfff, inst[19:12], inst[20], inst[30:21], 1'b0};
	      else
	        imm = {12'b0, inst[19:12], inst[20], inst[30:21], 1'b0};
	   default:
	     imm = 32'bz;
    endcase
	end
	always @ *
	if(inst[6:0] == J_TYPE)
	       id_stall_req = 1'b0;
	else if((inst[6:0]==I_TYPE_L || inst[6:0]==I_TYPE_I) && 
	   id_ex_read_mem && id_ex_rd==inst[19:15]) 
	       id_stall_req = 1'b1;
	else if((inst[6:0]==R_TYPE || inst[6:0]==S_TYPE) &&
	   id_ex_read_mem && (id_ex_rd==inst[19:15] ||
	   id_ex_rd==inst[24:20]))
	       id_stall_req = 1'b1;
	else if(inst[6:0]==B_TYPE && id_ex_write_reg && 
	   id_ex_rd != 5'b0 && (id_ex_rd==inst[19:15] || 
	   id_ex_rd==inst[24:20]))
	       id_stall_req = 1'b1;
	else if(inst[6:0]==B_TYPE && ex_mem_read_mem && 
	   (ex_mem_rd==inst[19:15] || ex_mem_rd==inst[24:20]))
	       id_stall_req = 1'b1;
	else
	       id_stall_req = 1'b0; 
endmodule	   
==> flow/run.sh <==
#!/bin/bash
# OpenROAD 26Q1-2900-gdf79404cd8, Yosys 0.63+post, stock flow scripts
make -C /OpenROAD-flow-scripts/flow DESIGN_CONFIG=/design/flow/config.mk WORK_HOME=/design/flow/orfs finish
==> flow/config.mk <==
export PLATFORM = sky130hd
export DESIGN_NAME = id
export DESIGN_NICKNAME = id
export VERILOG_FILES = /design/flow/design.v
export SDC_FILE = /design/flow/constraint.sdc
export NUM_CORES = 4
export LEC_CHECK = 1
export CORE_AREA = 10 10 71 71
export DIE_AREA = 0 0 81 81
==> flow/constraint.sdc <==
current_design id

set clk_period 3.1
set clk_io_pct 0.2

create_clock -name clk0 -period $clk_period

set non_clock_inputs [all_inputs -no_clocks]
set_input_delay [expr $clk_period * $clk_io_pct] -clock clk0 $non_clock_inputs
set_output_delay [expr $clk_period * $clk_io_pct] -clock clk0 [all_outputs]
==> run notes <==
The flow ran to the end, and the final reports show no timing, DRC or antenna violations. Largest net degree at the start of global routing: 15. Adding up every negative setup slack in the final design gives 0 ns.

For the tally of max-capacitance violations, the log shows 0. By instance count, the leading cell after synthesis is buf_4. With the average detailed-routed wire length per instance at 14.5 um, the number of clock-tree buffers in the layout is 0. For the residual DRC count, the log shows 0. For the summed area of non-filler cells in the final layout, the log shows 0.00216 mm^2.

The global-route congestion overflow total came out at 0. Counting the warning lines in the Yosys log gives 7. The pre-CTS setup slack is -0.120 ns. The synthesized-area fraction occupied by ao, oa, aoi and oai cells is 0.165. The first global-routing pass estimated 6.50 mm of wire. The fraction of synthesized cell area in xor and xnor cells is 0.183.

In this run the core area contains 22 standard-cell rows. The tools report the highest achievable clock rate as 330 MHz. The kind of path behind the tightest hold check was input pin to output port.

The run gives 0.119 as the overall global routing resource usage. Cell type with the largest total area after synthesis: buf_4. Per the log, the first TritonRoute iteration ended with a DRC count of 40. The power density over the cells was 111 mW/mm^2; the floorplan core area was 0.00363 mm^2. With the final setup violation count at 0, the sequential standard cell area is 0 um^2. The run gives 0.0471 for the multiplexer fraction of the synthesized cell area.

In the post-synthesis netlist, the biggest area contributors are buf_4 28%, xnor2_1 11%, nand2_1 7.9%. Summing every instance area after synthesis gives 956 um^2. For this design, the CTS-stage hold fixing added 0 buffers. The detail route stage leaves a number of antenna-violating nets equal to 0. With the number of filler instances in the final layout at 312, the total length of routed met2 wires is 1.97 mm.

The ratio of cells with drive above 1 in the final layout came out at 0.263. The routed layout has 1341 vias. The number of global-route vias before repair was 1381; the peak fanout along the critical path was 4. Counting pins that exceed their max-slew limit in the final report gives 0. The final critical delay including setup and external delays was 3.03 ns. Highest metal layer with signal wires: met3. Setup slack closes at 0.0742 ns. The tightest hold path in the finished design has a slack of 1.71 ns. The run gives 4.48 for the number of vias per cell after detailed routing. In this run, distinct cell masters in the synthesized netlist total 34. The number of I/O pins was 104.

The share of Yosys cell area claimed by the top area cell type works out to 0.283. In this run the full chip footprint comes out at 0.00656 mm^2. The area fraction in and, or, nand and nor cells after synthesis came out at 0.313.

The pre-antenna-repair detailed-routing pass consisted of 4 iterations. In this run the tools logged warnings totalling 33. The worst setup path is launched from an input pin.

Setup repair after global routing could not meet its margin everywhere. The adder-cell share of the synthesized area came out at 0. The run gives 0.263 for the initial cell density of the core. Detailed placement reports a standard cell area of 0.00207 mm^2. There are 0 flip-flops and latches. The congestion estimate from routability-driven global placement came to 0.858. In the post-route report, total wirelength is listed as 4.35 mm. After legalization and detailed placement, the total HPWL measured 3.79 mm. By startpoint and endpoint, the worst setup path is classified as input pin to output port. Endpoints failing hold in the final report were tallied at 0. Compared with the post-synthesis result, the final layout area differs by 126%. The chip height is 81 um.

Post-route fraction of the period consumed by the critical path: 0.976. Endpoint kind of the worst setup timing path: an output port. The routed wirelength on the met1 layer is recorded as 1.80 mm. The floorplan step set the die width to 81 um. With the count of input and output buffers at 102, the post-synthesis cell count is 143. For the worst IR drop on VDD, the log shows 57.1 uV. The dominant kind of combinational cell was simple AND/OR/NAND/NOR gates. The detailed-routed wire length on met3 was 580 um; the number of antenna violations at the first check in global routing was 0. The average instance in the mapped netlist occupies 6.68 um^2. The arrival time of data at the worst endpoint is listed as 2.41 ns. Sorting the synthesized cells by how often they occur yields 36 x buf_4, 20 x nand2_1, 12 x xnor2_1.

The endpoint required time on the critical path is 2.48 ns. The routed design ends up with an antenna cell count of 0. The script extracted a total leakage power of 0.985 nW. The tools report the post-synth area from yosys stat as 956 um^2. Yosys stat counts 143 cells in the synthesized netlist. The post-synthesis sequential area ratio is 0.
cell type report:
class                      instances  area, um^2  area share
timing repair buffer             144        1370       0.633
multi-input combinational        107         732       0.339
tap                               48        60.1      0.0278
metal layers:
metal  vias to the layer above  global-route usage
li1                        679                   -
met3                         0              0.0490
met1                       596               0.145
met4                         0                   0
met2                        66               0.205
met5                         -                   0
placed cells by master, fill, tap and decap left out, drive strengths merged, types with 4 or more instances in the layout:
master and instances:
nor2 9, o21ai 4, clkdlybuf4s50 88, xor2 8, xnor2 12, mux2 4
nand3 7, nor3 5, nand2b 4, dlymetal6s2s 13, nand2 22, a21oi 6
buf 42
worst max-delay path, cell delays in order:
cell and delay (ns):
clkdlybuf4s50_1 0.47, and2b_2 0.23, buf_4 0.14, nand4_1 0.18
nand2_2 0.10, buf_4 0.15, nand2_1 0.05, clkdlybuf4s50_1 0.47
kinds of logic (layout without fill, tap and decap cells):
logic type,Yosys count,in the layout
simple gates,58,58
buf+inv,37,144
compound gates,23,23
xor+xnor,20,20
mux,4,4
other cells,1,2
final timing paths:
check             startpoint        end  slack [ns]  cells after the start
setup / recovery     inst[4]    imm[16]        0.07                      8
hold / removal       inst[6]  write_reg        1.71                      4
metrics by stage:
stage / power, mW / util / instances
2_1_floorplan: 0.0768 / - / 144
3_3_place_gp: 0.238 / 0.569 / 297
3_5_place_dp: 0.238 / 0.569 / 297
4_1_cts: 0.240 / 0.570 / 297
5_1_grt: 0.262 / 0.594 / 299
6_report: 0.240 / 0.594 / 299
timing repair:
item,4_1_cts,5_1_grt
resized,5,27
gates cloned,0,0
endpoints found under the setup margin,11,14
buffers inserted,0,2
pin swaps,2,4
power breakdown:
part	switching, mW	total [mW]	internal (mW)
Clock	0	0	0
Combinational	0.0759	0.240	0.164
Sequential	0	0	0
No activity file was given, so power comes from the tool's default toggle rates.
